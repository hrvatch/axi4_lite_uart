## /design/flow/run.sh

```bash
#!/bin/bash
# OpenROAD 26Q1-2900-gdf79404cd8, Yosys 0.63+post, stock flow scripts
make -C /OpenROAD-flow-scripts/flow DESIGN_CONFIG=/design/flow/config.mk WORK_HOME=/design/flow/orfs finish
```

## /design/flow/config.mk

```make
export PLATFORM = sky130hd
export DESIGN_NAME = uart_axi_lite
export DESIGN_NICKNAME = uart_axi_lite
export VERILOG_FILES = /design/flow/design.v
export SDC_FILE = /design/flow/constraint.sdc
export NUM_CORES = 4
export LEC_CHECK = 1
export CORE_UTILIZATION = 50
```

## /design/flow/design.v

```verilog
module uart_axi_lite #(
  parameter AXI_ADDR_BW_p = 12     
) (
  input logic  clk,
  input logic  rst_n,
  input logic [AXI_ADDR_BW_p-1:0] i_axi_awaddr,
  input logic  i_axi_awvalid,
  input logic [31:0] i_axi_wdata,
  input logic i_axi_wvalid,
  input logic i_axi_bready,
  input logic [AXI_ADDR_BW_p-1:0] i_axi_araddr,
  input logic i_axi_arvalid,
  input logic i_axi_rready,
  output logic o_axi_awready,
  output logic o_axi_wready,
  output logic [1:0] o_axi_bresp,
  output logic o_axi_bvalid,
  output logic o_axi_arready,
  output logic [31:0] o_axi_rdata,
  output logic [1:0] o_axi_rresp,
  output logic o_axi_rvalid,
  input logic i_rx_parity_error,
  input logic i_rx_frame_error,
  input logic i_tx_overflow_error,
  input logic i_rx_overflow_error,
  input logic i_rx_underflow_error,
  input logic i_rx_threshold,
  input logic i_rx_fifo_empty,
  input logic i_rx_fifo_full,
  input logic i_tx_threshold,
  input logic i_tx_fifo_full,
  input logic i_tx_fifo_empty,
  input logic [7:0] i_rx_fifo_data,
  output logic o_rx_fifo_rd_en,
  output logic o_tx_fifo_wr_en,
  output logic [7:0] o_tx_fifo_data,
  output logic [2:0] o_rx_threshold_value,
  output logic [2:0] o_tx_threshold_value,
  output logic o_clr_tx_fifo,
  output logic o_clr_rx_fifo,
  output logic [2:0] o_baud_rate,
  output logic [1:0] o_data_bits,
  output logic o_parity,
  output logic o_use_parity,
  output logic o_stop_bits,
  output logic o_irq
);
  localparam logic [1:0] RESP_OKAY   = 2'b00;
  localparam logic [1:0] RESP_EXOKAY = 2'b01;
  localparam logic [1:0] RESP_SLVERR = 2'b10;
  localparam logic [1:0] RESP_DECERR = 2'b11;
  logic [10:0] s_status_reg;
  logic s_parity_error_clear;
  logic s_frame_error_clear;
  logic s_overflow_error_clear;
  logic s_tx_overflow_error_clear;
  logic s_underflow_error_clear;
  always_ff @(posedge clk) begin
    if (!rst_n) begin
      s_status_reg <= '0;
    end else begin
      s_status_reg[10] <= (s_status_reg[10] | i_rx_parity_error) & !s_parity_error_clear;
      s_status_reg[9] <= (s_status_reg[9] | i_rx_frame_error) & !s_frame_error_clear;
      s_status_reg[8] <= (s_status_reg[8] | i_tx_overflow_error) & !s_tx_overflow_error_clear;
      s_status_reg[7] <= i_tx_fifo_full;
      s_status_reg[6] <= i_tx_threshold;
      s_status_reg[5] <= i_tx_fifo_empty;
      s_status_reg[4] <= (s_status_reg[4] | i_rx_underflow_error) & !s_underflow_error_clear;
      s_status_reg[3] <= (s_status_reg[3] | i_rx_overflow_error) & !s_overflow_error_clear;
      s_status_reg[2] <= i_rx_fifo_full;
      s_status_reg[1] <= i_rx_threshold;
      s_status_reg[0] <= i_rx_fifo_empty;
    end
  end
  logic s_irq;
  logic [11:0] s_interrupt_enable_reg;
  assign o_irq = s_irq;
  always_ff @(posedge clk) begin
    if (!rst_n) begin
      s_irq <= 1'b0;
    end else begin
      s_irq <= (|(s_interrupt_enable_reg[10:0] & s_status_reg)) & s_interrupt_enable_reg[11];
    end
  end
  logic s_clear_rx_fifo;
  logic s_clear_tx_fifo;
  assign o_clr_rx_fifo = s_clear_rx_fifo;
  assign o_clr_tx_fifo = s_clear_tx_fifo;
  logic [2:0] s_tx_threshold_value;
  logic [2:0] s_rx_threshold_value;
  logic [2:0] s_baud_rate;
  logic       s_stop_bits;
  logic       s_parity;
  logic       s_use_parity;
  logic [1:0] s_data_bits;
  assign o_rx_threshold_value = s_rx_threshold_value;
  assign o_tx_threshold_value = s_tx_threshold_value;
  assign o_baud_rate  = s_baud_rate;
  assign o_stop_bits  = s_stop_bits;
  assign o_use_parity = s_use_parity;
  assign o_parity     = s_parity;
  assign o_data_bits  = s_data_bits;
  logic s_tx_fifo_wr_en;
  logic s_rx_fifo_rd_en;
  logic [7:0] s_tx_fifo_data;
  assign o_tx_fifo_wr_en = s_tx_fifo_wr_en;
  assign o_tx_fifo_data = s_tx_fifo_data;
  assign o_rx_fifo_rd_en = s_rx_fifo_rd_en;
  logic [1:0]  c_axi_wresp;
  logic [3:0]  c_axi_wstrb;
  logic [31:0] c_axi_wdata;
  logic s_axi_wdata_buf_used;
  logic [31:0] s_axi_wdata_buf;
  logic [3:0]  s_axi_wstrb_buf;
  logic [1:0]  s_axi_bresp;
  logic [AXI_ADDR_BW_p-1:0] s_axi_awaddr_buf;
  logic [AXI_ADDR_BW_p-1:0] c_axi_awaddr;
  logic s_axi_awaddr_buf_used;
  logic s_axi_awvalid;
  logic s_axi_wvalid;
  logic s_axi_bvalid;
  logic s_axi_awready;
  logic s_axi_wready;
  logic s_awaddr_done;
  logic [AXI_ADDR_BW_p-1:0] s_axi_awaddr;
  assign o_axi_awready = !s_axi_awaddr_buf_used & s_axi_awvalid;
  assign o_axi_wready  = !s_axi_wdata_buf_used & s_axi_wvalid;
  logic write_response_stalled;
  logic valid_write_address;
  logic valid_write_data;
  assign write_response_stalled = o_axi_bvalid & ~i_axi_bready;
  assign valid_write_address = s_axi_awaddr_buf_used | (i_axi_awvalid & o_axi_awready);
  assign valid_write_data = s_axi_wdata_buf_used | (i_axi_wvalid & o_axi_wready);
  always_ff @(posedge clk) begin
    if (!rst_n) begin
      s_axi_awvalid <= 1'b0;
      s_axi_awaddr_buf_used <= 1'b0;
    end else begin
      s_axi_awvalid <= 1'b1;
      if (i_axi_awvalid && o_axi_awready && (write_response_stalled || !valid_write_data)) begin
        s_axi_awaddr_buf <= i_axi_awaddr;
        s_axi_awaddr_buf_used <= 1'b1;
      end else if (s_axi_awaddr_buf_used && valid_write_data && (!o_axi_bvalid || i_axi_bready)) begin
        s_axi_awaddr_buf_used <= 1'b0;
      end
    end
  end
  always_ff @(posedge clk) begin
    if (!rst_n) begin
      s_axi_wdata_buf_used <= 1'b0;
      s_axi_wvalid <= 1'b0;
    end else begin
      s_axi_wvalid <= 1'b1;
      if (i_axi_wvalid && o_axi_wready && (write_response_stalled || !valid_write_address)) begin
        s_axi_wdata_buf <= i_axi_wdata;
        s_axi_wdata_buf_used <= 1'b1;
      end else if (s_axi_wdata_buf_used && valid_write_address && (!o_axi_bvalid || i_axi_bready)) begin
        s_axi_wdata_buf_used <= 1'b0;
      end
    end
  end
  assign c_axi_awaddr = s_axi_awaddr_buf_used ? s_axi_awaddr_buf : i_axi_awaddr;
  assign c_axi_wdata  = s_axi_wdata_buf_used  ? s_axi_wdata_buf : i_axi_wdata;
  always_ff @(posedge clk) begin
    if (!rst_n) begin
      s_axi_bvalid <= 1'b0;
      s_interrupt_enable_reg <= '0;
      s_clear_rx_fifo <= 1'b0;
      s_clear_tx_fifo <= 1'b0;
      s_tx_threshold_value <= 3'h0;
      s_rx_threshold_value <= 3'h7;
      s_baud_rate <= 3'h4;
      s_stop_bits <= 1'b0;
      s_parity <= 1'b0;
      s_data_bits <= 2'h3;
      s_tx_fifo_wr_en <= 1'b0;
      s_use_parity <= 1'b0;
    end else begin
      s_tx_fifo_wr_en <= 1'b0;
      s_clear_rx_fifo <= 1'b0;
      s_clear_tx_fifo <= 1'b0;
      if (valid_write_address && valid_write_data && (!o_axi_bvalid || i_axi_bready)) begin
        s_axi_bvalid <= 1'b1;
        s_axi_bresp <= RESP_SLVERR;
        case (c_axi_awaddr[4:2])
          'd1 : begin  
            s_interrupt_enable_reg <= c_axi_wdata[11:0];
            s_axi_bresp <= RESP_OKAY;
          end
          'd2 : begin  
            s_tx_threshold_value <= c_axi_wdata[14:12];
            s_rx_threshold_value <= c_axi_wdata[11:9];
            s_baud_rate <= c_axi_wdata[7:5];
            s_stop_bits <= c_axi_wdata[4];
            s_parity <= c_axi_wdata[3];
            s_use_parity <= c_axi_wdata[2];
            s_data_bits <= c_axi_wdata[1:0];
            s_axi_bresp <= RESP_OKAY;
          end
          'd3 : begin  
            s_clear_rx_fifo <= c_axi_wdata[1];
            s_clear_tx_fifo <= c_axi_wdata[0];
            s_axi_bresp <= RESP_OKAY;
          end
          'd5 : begin  
            s_tx_fifo_data <= c_axi_wdata[7:0];
            s_tx_fifo_wr_en <= 1'b1;
            s_axi_bresp <= RESP_OKAY;
          end
        endcase
      end else if (o_axi_bvalid && i_axi_bready && !(valid_write_address && valid_write_data)) begin
        s_axi_bvalid <= 1'b0;
      end
    end
  end
  assign o_axi_bresp = s_axi_bresp;
  assign o_axi_bvalid = s_axi_bvalid;
  logic s_axi_rvalid;
  logic [31:0] s_axi_rdata;
  logic [1:0] s_axi_rresp;
  logic s_axi_arready;
  logic [AXI_ADDR_BW_p-1:0] s_araddr_buf;
  logic s_araddr_buf_used;
  logic [AXI_ADDR_BW_p-1:0] c_axi_araddr;
  always_ff @(posedge clk) begin
    if (!rst_n) begin
      s_araddr_buf_used <= 1'b0;
      s_axi_arready <= 1'b0;
    end else begin
      s_axi_arready <= 1'b1;
      if (i_axi_arvalid && o_axi_arready && o_axi_rvalid && !i_axi_rready) begin
        s_araddr_buf <= i_axi_araddr;
        s_araddr_buf_used <= 1'b1;
      end 
      else if (s_araddr_buf_used && (!o_axi_rvalid || i_axi_rready)) begin
        s_araddr_buf_used <= 1'b0;
      end
    end
  end
  assign c_axi_araddr = s_araddr_buf_used ? s_araddr_buf : i_axi_araddr;
  assign o_axi_arready = !s_araddr_buf_used & s_axi_arready;
  always_ff @(posedge clk) begin
    if (!rst_n) begin
      s_axi_rvalid <= 1'b0;
      s_parity_error_clear <= 1'b0;
      s_frame_error_clear <= 1'b0;
      s_overflow_error_clear <= 1'b0;
      s_rx_fifo_rd_en <= 1'b0;
      s_tx_overflow_error_clear <= 1'b0;
      s_underflow_error_clear <= 1'b0;
    end else begin
      s_parity_error_clear <= 1'b0;
      s_frame_error_clear <= 1'b0;
      s_overflow_error_clear <= 1'b0;
      s_rx_fifo_rd_en <= 1'b0;
      s_tx_overflow_error_clear <= 1'b0;
      s_underflow_error_clear <= 1'b0;
      if ((s_araddr_buf_used || (i_axi_arvalid && o_axi_arready)) && (!o_axi_rvalid || i_axi_rready)) begin
        s_axi_rresp <= RESP_SLVERR;
        s_axi_rvalid <= 1'b1;
        s_axi_rdata <= '0;
        case (c_axi_araddr[5:2])
          'd0 : begin
            s_axi_rdata <= '0;
            s_axi_rresp <= RESP_OKAY;
            s_parity_error_clear <= 1'b1;
            s_frame_error_clear <= 1'b1;
            s_overflow_error_clear <= 1'b1;
            s_tx_overflow_error_clear <= 1'b1;
            s_underflow_error_clear <= 1'b1;
            s_axi_rdata <= s_status_reg;
          end
          'd1 : begin
            s_axi_rdata <= '0;
            s_axi_rresp <= RESP_OKAY;
            s_axi_rdata <= s_interrupt_enable_reg;
          end
          'd2 : begin
            s_axi_rdata <= '0;
            s_axi_rresp <= RESP_OKAY;
            s_axi_rdata[14:12] <= s_tx_threshold_value;
            s_axi_rdata[11:9] <= s_rx_threshold_value;
            s_axi_rdata[7:5] <= s_baud_rate;
            s_axi_rdata[4] <= s_stop_bits;
            s_axi_rdata[3] <= s_parity;
            s_axi_rdata[2] <= s_use_parity;
            s_axi_rdata[1:0] <= s_data_bits;
          end
          'd4 : begin
            s_axi_rdata <= '0;
            s_axi_rresp <= RESP_OKAY;
            s_axi_rdata <= i_rx_fifo_data;
            s_rx_fifo_rd_en <= 1'b1;
          end
        endcase
      end else if (o_axi_rvalid && i_axi_rready && !s_araddr_buf_used && !(i_axi_arvalid && o_axi_arready)) begin
        s_axi_rvalid <= 1'b0;
      end
    end
  end
  assign o_axi_rdata = s_axi_rdata;
  assign o_axi_rresp = s_axi_rresp;
  assign o_axi_rvalid = s_axi_rvalid;
endmodule : uart_axi_lite
```

## /design/flow/constraint.sdc

```tcl
current_design uart_axi_lite

set clk_period 5.6
set clk_io_pct 0.2

create_clock -name clk0 -period $clk_period [get_ports {clk}]

set non_clock_inputs [all_inputs -no_clocks]
set_input_delay [expr $clk_period * $clk_io_pct] -clock clk0 $non_clock_inputs
set_output_delay [expr $clk_period * $clk_io_pct] -clock clk0 [all_outputs]
```

==> impl_results.html <==
<h3>Run summary</h3>
<table>
<tr><th>Metric</th><th>Value</th></tr>
<tr><th colspan="2">Outcome</th></tr>
<tr><td>Outcome</td><td>finished clean</td></tr>
<tr><th colspan="2">Pwr</th></tr>
<tr><td>Fraction of power consumed by sequential logic</td><td>59.1%</td></tr>
<tr><td>Pleak</td><td>1.951 nW</td></tr>
<tr><td>Maximum vdd drop</td><td>0.1116 mV</td></tr>
<tr><td>Net switching power</td><td>303.6 uW</td></tr>
<tr><td>Int Pwr</td><td>988.1 uW</td></tr>
<tr><td>Switching Fraction</td><td>23.50%</td></tr>
<tr><td>Portion of total power attributed to combinational logic</td><td>9.7%</td></tr>
<tr><td>Power Density</td><td>248.0 nW/um^2</td></tr>
<tr><td>Fraction of power consumed by the clock network</td><td>31.2%</td></tr>
<tr><th colspan="2">Synth</th></tr>
<tr><td>Mean area per synthesized cell</td><td>12.02 sq um</td></tr>
<tr><td>Adder-cell share of the synthesized area</td><td>0.4856%</td></tr>
<tr><td>Sequential area share after synthesis</td><td>58.03%</td></tr>
<tr><td>Fraction of registers with async set/reset</td><td>0%</td></tr>
<tr><td>Share of the synthesized netlist area taken by xor and xnor gates</td><td>0%</td></tr>
<tr><td>Count of synthesis-stage warnings from yosys</td><td>1</td></tr>
<tr><td>#FFs+latches synth</td><td>96</td></tr>
<tr><td>Synth mux share</td><td>7.496%</td></tr>
<tr><td>Post-Synth AOI/OAI Area</td><td>11.62%</td></tr>
<tr><td>Yosys chip area</td><td>4123 sq um</td></tr>
<tr><td>Post-Synthesis Cell Area</td><td>4123 sq um</td></tr>
<tr><td>Dominant Register Cell</td><td>dfxtp_1</td></tr>
<tr><td>Main kind of combinational logic by area</td><td>simple AND/OR/NAND/NOR gates</td></tr>
<tr><td>Synth cell types</td><td>53</td></tr>
<tr><td>Synthesized instance count</td><td>343</td></tr>
<tr><td>Simple-gate share of the synthesized area</td><td>15.02%</td></tr>
<tr><td>Post-synth tally of flip-flops with integrated enable</td><td>47</td></tr>
<tr><td>Number of cells in the yosys synthesis report</td><td>343</td></tr>
<tr><th colspan="2">Place</th></tr>
<tr><td>Final weighted congestion of routability-driven global placement</td><td>0.8371</td></tr>
<tr><td>IO buf count</td><td>96</td></tr>
<tr><td>DP Worst Slack</td><td>2.114 ns</td></tr>
<tr><td>Number of placed cells counting well taps</td><td>527</td></tr>
<tr><td>HPWL Detailed</td><td>6039 um</td></tr>
<tr><th colspan="2">Cells and area</th></tr>
<tr><td>Most common logic cell in the routed design</td><td>clkdlybuf4s50_1</td></tr>
<tr><td>Most frequently placed logic cells in the final layout</td><td>clkdlybuf4s50_1 (96), dfxtp_1 (49), edfxtp_1 (47)</td></tr>
<tr><td>Utilization after layout</td><td>66.36%</td></tr>
<tr><td>Cell Count, Final, Fillers Out</td><td>543</td></tr>
<tr><td>Ratio of cells with drive above 1 in the final layout</td><td>9.070%</td></tr>
<tr><td>Area overhead of the layout relative to synthesis</td><td>26.31%</td></tr>
<tr><th colspan="2">Clock tree</th></tr>
<tr><td>Clock-pin slew of the registers on the worst-case setup and hold paths</td><td>0.09 ns</td></tr>
<tr><td>Total CTS buffers</td><td>9</td></tr>
<tr><td>Hold buffer count at cts</td><td>0</td></tr>
<tr><td>PostCTS Resize Cnt</td><td>0</td></tr>
<tr><td>Clock tree buffer depth</td><td>2</td></tr>
<tr><td>Clock tree from TritonCTS</td><td>built</td></tr>
<tr><td>Clock Sink Count</td><td>96</td></tr>
<tr><td>Cell at the root of the clock tree</td><td>clkbuf_8</td></tr>
<tr><td>Clock latency on the worst-skew pair</td><td>0.35 ns</td></tr>
<tr><td>Count of H-tree levels built during CTS</td><td>3</td></tr>
<tr><td>Buffer count from post-CTS setup fixing</td><td>0</td></tr>
<tr><th colspan="2">Job</th></tr>
<tr><td>Total tool warning count</td><td>60</td></tr>
<tr><td># Max-Cap Violations</td><td>0</td></tr>
<tr><th colspan="2">STA</th></tr>
<tr><td>Total Neg Setup Slack</td><td>0 ns</td></tr>
<tr><td>Final Max Slew Viols</td><td>0</td></tr>
<tr><td>Maximum clock skew at final layout</td><td>0.006251 ns</td></tr>
<tr><td>Worst-Margin Slew</td><td>0.8599 ns</td></tr>
<tr><td>Unrepaired setup endpoints after global routing</td><td>false</td></tr>
<tr><td>Period utilisation layout</td><td>55.14%</td></tr>
<tr><td>Max Fclk</td><td>323.9 MHz</td></tr>
<tr><td>Worst slew margin</td><td>42.14%</td></tr>
<tr><td>Final setup vio count</td><td>0</td></tr>
<tr><td>Final worst-path setup slack</td><td>2.512 ns</td></tr>
<tr><td>Final min period</td><td>3.088 ns</td></tr>
<tr><td>Endpoints failing hold</td><td>0</td></tr>
<tr><th colspan="2">Critical path</th></tr>
<tr><td>Endpoint kind of the worst setup timing path</td><td>register</td></tr>
<tr><td>Reg-to-reg setup timing slack</td><td>3.31 ns</td></tr>
<tr><td>Worst flop-to-flop path endpoint</td><td>s_tx_fifo_data[0]</td></tr>
<tr><td>Arrival time reported for the critical path endpoint</td><td>3.08 ns</td></tr>
<tr><td>Kind of critical path</td><td>input port to register</td></tr>
<tr><td>Startpoint kind of the worst setup timing path</td><td>input port</td></tr>
<tr><td>Reg2Reg Launch Point</td><td>s_axi_arready</td></tr>
<tr><td>Number of cell instances on the worst register-to-register path</td><td>4</td></tr>
<tr><td>Data required time at the worst endpoint</td><td>5.59 ns</td></tr>
<tr><td>Highest net fanout along the worst path</td><td>33</td></tr>
<tr><th colspan="2">Min path</th></tr>
<tr><td>Number of cells on the worst hold path</td><td>2</td></tr>
<tr><td>Hold endpoint</td><td>s_irq</td></tr>
<tr><td>Worst hold path class</td><td>register to register</td></tr>
<tr><td>Source of the worst hold timing path</td><td>s_interrupt_enable_reg[11]</td></tr>
<tr><th colspan="2">Floorplan</th></tr>
<tr><td>Area of the core</td><td>7848 sq um</td></tr>
<tr><td>FP Rows</td><td>32</td></tr>
<tr><td>Chip Height</td><td>92.81 um</td></tr>
<tr><td>Top-Level Pins</td><td>150</td></tr>
<tr><td>Total die area</td><td>8613 sq um</td></tr>
<tr><td>Die Span X</td><td>92.81 um</td></tr>
<tr><td>Starting Density</td><td>52.54%</td></tr>
<tr><th colspan="2">Detailed routing</th></tr>
<tr><td>Vias</td><td>2824</td></tr>
<tr><td>DR pass1 iterations</td><td>5</td></tr>
<tr><td>Antenna Nets Post-Route</td><td>0</td></tr>
<tr><td>DRC violation total after the first TritonRoute iteration</td><td>146</td></tr>
<tr><td>Wire length per cell after detailed routing</td><td>15.12 um</td></tr>
<tr><td>Detailed Route WL</td><td>8210 um</td></tr>
<tr><td>Ant diodes</td><td>0</td></tr>
<tr><td>DRC violations left</td><td>0</td></tr>
<tr><td>Mean number of vias per cell</td><td>5.201</td></tr>
<tr><th colspan="2">GRT</th></tr>
<tr><td>Global-route track usage on met1</td><td>38.49%</td></tr>
<tr><td>Total congestion overflow after global routing</td><td>0</td></tr>
<tr><td>Maximum number of pins on one net before global-route repair</td><td>34</td></tr>
<tr><td>Met3 track demand over resource in global routing</td><td>4.344%</td></tr>
<tr><td>Global-route wire length before repair</td><td>13120 um</td></tr>
<tr><td>GRT Util Overall</td><td>20.66%</td></tr>
<tr><td>Vias in the first global route</td><td>2569</td></tr>
<tr><td>GRT met2 Usage</td><td>27.51%</td></tr>
<tr><td>Most heavily used metal layer in global routing</td><td>met1</td></tr>
<tr><td>Number of antenna violations at the first check in global routing</td><td>0</td></tr>
</table>
## worst max path at each step
stage,start,slack (ns),cells past startpoint,to
final,rst_n,2.51,4,o_axi_rdata[1]
after global routing,rst_n,2.32,4,o_axi_rdata[5]
after CTS,rst_n,2.50,4,o_axi_rdata[1]
## routing by layer
layer / vias up / part of all wire [%] / wire, um
met1: 1305 / 50 / 4064
met3: 8 / 8.1 / 662
li1: 1398 / - / -
met4: 0 / 1.2 / 97
met2: 113 / 41 / 3386
met5: - / 0 / 0
## power groups by stage
| stage | clock network [mW] | registers, mW | logic (mW) |
|---|---|---|---|
| final | 0.403 | 0.763 | 0.125 |
| after CTS | 0.416 | 0.763 | 0.126 |
| after global routing | 0.442 | 0.765 | 0.138 |
## stage by stage
stage / cell area, sq um / hold slack [ns] / total power [mW]
2_1_floorplan: 4190 / 0.4342 / 0.8506
3_3_place_gp: 5035 / 0.4691 / 0.9038
3_5_place_dp: 5035 / 0.4705 / 0.9044
4_1_cts: 5207 / 0.4878 / 1.305
5_1_grt: 5207 / 0.5108 / 1.345
6_report: 5207 / 0.4860 / 1.292
## cell type report
class	count	area [sq um]
fillers	621	2640
flip-flops and latches	96	2392
multi-input cells	224	1505
repair buffers	100	991.0
clock buffers	11	131.4
well taps	102	127.6
clock inverters	5	41.29
inverters	5	18.77
## cell families (layout without fill, tap and decap cells)
logic type,count (synthesis),after routing
and+or+nand+nor,113,113
DFF,96,96
AOI/OAI and AO/OA,60,60
buffers and inverters,41,121
muxes,30,30
adders and majority gates,2,2
other,1,19
## critical path, cell delays in order
cell,delay (ns)
clkdlybuf4s50_1,0.89
buf_4,0.42
nand3b_1,0.17
inv_1,0.47
## Yosys cell counts, drive strengths merged (4+ instances only)
library cell / instances / share of area (%)
a221o: 10 / 2.4
o21ai: 6 / 0.82
a22oi: 4 / 0.73
clkbuf: 5 / 0.94
dfxtp: 49 / 24
buf: 31 / 5.9
mux2: 7 / 1.9
edfxtp: 47 / 34
nor2: 19 / 2.1
and2: 13 / 2.0
a21oi: 18 / 2.6
nand3: 9 / 1.1
nand2: 36 / 3.3
o211a: 9 / 2.2
nand2b: 7 / 1.1
nor3: 7 / 1.1
mux2i: 23 / 5.6
inv: 5 / 0.46
Power figures rest on the tool's default switching activity, not on a simulated workload.
