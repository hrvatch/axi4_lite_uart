**./run.sh**
```bash
#!/bin/bash
# OpenROAD 26Q1-2900-gdf79404cd8, Yosys 0.63+post, stock flow scripts
make -C /OpenROAD-flow-scripts/flow DESIGN_CONFIG=/design/flow/config.mk WORK_HOME=/design/flow/orfs finish
```
**./config.mk**
```make
export PLATFORM = sky130hd
export DESIGN_NAME = uart_baudgen
export DESIGN_NICKNAME = uart_baudgen
export VERILOG_FILES = /design/flow/design.v
export SDC_FILE = /design/flow/constraint.sdc
export NUM_CORES = 4
export LEC_CHECK = 1
export CORE_UTILIZATION = 50
```
**./constraint.sdc**
```tcl
current_design uart_baudgen

set clk_period 3.9
set clk_io_pct 0.2

create_clock -name clk0 -period $clk_period [get_ports {clk}]

set non_clock_inputs [all_inputs -no_clocks]
set_input_delay [expr $clk_period * $clk_io_pct] -clock clk0 $non_clock_inputs
set_output_delay [expr $clk_period * $clk_io_pct] -clock clk0 [all_outputs]
```
**./design.v**
```verilog
module uart_baudgen #(
  parameter int unsigned CLK_FREQ = 100000000
) (
  input  logic       clk,
  input  logic       rst_n,
  input  logic       i_rx_strb_en,
  input  logic       i_tx_strb_en,
  input  logic [2:0] i_baud_rate,
  output logic       o_tx_strb,
  output logic       o_rx_strb
);
  localparam int unsigned DIVIDER_921600 = CLK_FREQ/921600;
  localparam int unsigned DIVIDER_460800 = CLK_FREQ/460800;
  localparam int unsigned DIVIDER_230400 = CLK_FREQ/230400;
  localparam int unsigned DIVIDER_115200 = CLK_FREQ/115200;
  localparam int unsigned DIVIDER_57600 = CLK_FREQ/57600;
  localparam int unsigned DIVIDER_38400 = CLK_FREQ/38400;
  localparam int unsigned DIVIDER_19200 = CLK_FREQ/19200;
  localparam int unsigned DIVIDER_9600 = CLK_FREQ/9600;
  logic [$clog2(DIVIDER_9600)-1:0] rx_counter;
  logic [$clog2(DIVIDER_9600)-1:0] tx_counter;
  logic [$clog2(DIVIDER_9600)-1:0] target_value;
  always_ff @(posedge clk) begin
    if (!rst_n) begin
      target_value <= DIVIDER_9600;
    end else begin
      case (i_baud_rate)
        3'b000 : target_value <= DIVIDER_9600;
        3'b001 : target_value <= DIVIDER_19200;
        3'b010 : target_value <= DIVIDER_38400;
        3'b011 : target_value <= DIVIDER_57600;
        3'b100 : target_value <= DIVIDER_115200;
        3'b101 : target_value <= DIVIDER_230400;
        3'b110 : target_value <= DIVIDER_460800;
        3'b111 : target_value <= DIVIDER_921600;
        default: target_value <= DIVIDER_9600;
      endcase
    end
  end
  always_ff @(posedge clk) begin
    if (!rst_n) begin
      rx_counter <= DIVIDER_9600;
      o_rx_strb <= 1'b0;
    end else begin
      o_rx_strb <= 1'b0;
      if (!i_rx_strb_en) begin
        rx_counter <= target_value;
      end else begin
        if (rx_counter == '0) begin
          rx_counter <= target_value;
        end else if (rx_counter == { 1'b0, target_value[$clog2(DIVIDER_9600)-1:1] } ) begin
          rx_counter <= rx_counter - 1'b1;
          o_rx_strb <= 1'b1;
        end else begin
          rx_counter <= rx_counter - 1'b1;
        end
      end
    end
  end
  always_ff @(posedge clk) begin
    if (!rst_n) begin
      tx_counter <= DIVIDER_9600;
      o_tx_strb <= 1'b0;
    end else begin
      o_tx_strb <= 1'b0;
      if (!i_tx_strb_en) begin
        tx_counter <= target_value;
      end else begin
        if (tx_counter == '0) begin
          tx_counter <= target_value;
          o_tx_strb <= 1'b1;
        end else begin
          tx_counter <= tx_counter - 1'b1;
        end
      end
    end
  end
endmodule : uart_baudgen
```
==> summary.txt <==
yosys + openroad results -> run status=finished, final reports clean, Final Cycle Share=56.4%, syn avg cell area=8.88 um^2, Setup CP Type=flip-flop to flip-flop, Die H=slightly below 70 um, Core ar.=a little over 4000 um^2, Setup TNS=0 ps, Root Driver=clkbuf_8, HPWL after detailed placement=3180 um, synthesized instance count=240, Worst Tran Pin Value=594 ps, Final Hold Violating Endpoints=0, Power Density=411 nW/um^2, top_reg_cell synth=dfxtp_1, antenna viol nets, final=0, OpenROAD warning count=29, crit path DAT=2360 ps, floorplan core density=52.5%, slew margin rel.=60.4%, number of post-CTS setup repair buffers=0, Lkg Pwr=0.825 nW, Cell Type Count=38, Switch Pwr=0.262 mW, switching part of the total=between 20% and 30%, synthesized flop and latch total=44, first-pass GRT wire length=7800 um, Mapped Area=2130 um^2, pin count of the biggest net entering global routing=24, Area leader share=about two fifths, asr flop ratio synth=0%, Finished Core Util=57.8%, final wirelength=about 4500 um, YS chip area=2130 um^2, TritonRoute pass-1 iters=4, # port buffers=8, CTS tree=yes, # Cells Yosys=roughly 240, Wirelength per Cell=around 15 um, Worst Path Max Fanout=16, Clk pwr share=32.0%, iteration-0 DRC count of the detailed router=115, P_int=0.703 mW, global route overflow=0, top cell type by total area after synthesis=dfxtp_1, worst vdd ir=0.291 mV, Row Count=23, cts hold-fix bufs=0, RSZ-0062 raised after global routing=no, fin crit period=2200 ps, Placement Setup Slack=1540 ps, chip footprint=approximately 4500 um^2, Synth-to-Final Area Change=10.1%, Synthesis Warnings=1, CTS H-tree depth=2, initial antenna violation count=0, CTS Buf Count=5, Hold Crit Class=flip-flop to flip-flop, Reg clk slew, reported paths=80 ps, worst setup margin=1700 ps, Crit path required time=4050 ps, FMAX=454 MHz, post-CTS resize count=0, CTS Buffer Depth=2, layout cells sized above 1=7.29%, drc violations=0, Vias per Instance=between 5 and 6, vias in the first global route=between 1500 and 2000, Clock Sink Count=44, Post-synth EDFFs=0, # IOs=9, Worst Setup End Kind=flip-flop, Synth area leaders=dfxtp_1 (41%), xnor2_1 (12%), ha_1 (4.1%), clk latency late pin=roughly 300 ps, Inserted Diodes=0, placer congestion estimate=0.842, Synth Seq Share=41.3%, fin. max-slew vios=0, Comb power frac=between 10% and 20%, Worst setup SP type=flip-flop, Die X=between 60 and 70 um, Max Cap Violations=0, vias post-DR=approximately 1700, total global-route track usage=23.9%, final setup violation count=0, Worst Skew=8.21 ps, Sequential Power Share=53.4%
## cell usage after synthesis, drive strengths merged, types with 3 or more instances
master and n:
a211oi 8, a21oi 10, clkbuf 10, dfxtp 44
ha 7, inv 11, nand2 19, nand4 3
nor2 21, nor3 10, nor4 8, o211ai 9
o21ai 10, or3 5, or4 8, xnor2 29
xor2 6
## cell families after synthesis
family / after synthesis / synth area share (%)
xor+xnor: 35 / 14.4
buf+inv: 24 / 4.64
simple gates: 79 / 19.2
flops: 44 / 41.3
fa+ha+maj: 7 / 4.11
mux: 1 / 0.470
compound gates: 50 / 15.9
## metal layers
| layer | GRT usage, % | share of wire [%] | vias up |
|---|---|---|---|
| met5 | 0 | 0 | - |
| met4 | 2.13 | 0.38 | 0 |
| met3 | 5.48 | 6.2 | 2 |
| met2 | 35.5 | 45 | 40 |
| met1 | 37.9 | 49 | 785 |
| li1 | - | - | 863 |
## registers in the layout, indices dropped and copies added (netlist names)
signal and count:
o_rx_strb 1, rx_counter 14, o_tx_strb 1, tx_counter 14
target_value 14
## area by class of cell
| cell class | instances | area (um^2) |
|---|---|---|
| fillers | 347 | 1710 |
| multi-input cells | 172 | 1150 |
| flip-flops and latches | 44 | 881 |
| repair buffers | 12 | 110 |
| clock buffers | 7 | 96.3 |
| well taps | 50 | 62.6 |
| inverters | 12 | 45.0 |
## critical path: stages (launching register included)
cell and delay (ps):
dfxtp_1 340, inv_1 80, ha_1 190, or3b_2 560
o41a_1 580, o21ai_0 260, a21oi_1 60
## through the flow
step	instance area [um^2]	hold slack [ps]	power, mW	std cells
global route	2350	520	1.02	297
floorplan	2130	437	0.625	240
detailed placement	2250	480	0.664	290
CTS	2350	489	0.969	297
finish	2350	486	0.965	297
global placement	2250	472	0.660	290
## path summary, 6_finish.rpt
| path | start | cells past startpoint | slack (ps) | end |
|---|---|---|---|---|
| min | target_value[0] | 2 | 490 | rx_counter[0] |
| max reg2reg | rx_counter[0] | 6 | 1700 | rx_counter[10] |
| min reg2reg | target_value[0] | 2 | 490 | rx_counter[0] |
| max | rx_counter[0] | 6 | 1700 | rx_counter[10] |
## power groups by stage
stage | Clock, mW | Combinational [mW] | Sequential [mW]
after CTS | 0.314 | 0.140 | 0.515
final | 0.309 | 0.140 | 0.516
after global routing | 0.342 | 0.158 | 0.521
## layout by cell type (no fill, tap or decap), drive strengths merged, types with 2 or more instances in the layout
cell type       n
dfxtp          44
xnor2          29
nor2           21
nand2          19
inv            11
nor3           10
o21ai          10
a21oi          10
o211ai          9
nor4            8
a211oi          8
clkdlybuf4s50   8
or4             8
ha              7
clkbuf          7
xor2            6
or3             5
buf             4
nand4           3
or3b            2
o31ai           2
a311oi          2
Power and IR drop assume default switching activity.
